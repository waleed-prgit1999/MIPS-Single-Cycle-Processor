File: flow/design.v
`timescale 1ns / 1ps
module Register_File(
    input clock,dis,reset,reg_write,
	 input [4:0]add_a,add_b,add_write,
	 output [31:0]data_a,data_b,
	 input [31:0] data_write	 
	 );
	 wire new_clk;
reg [31:0] regfile [31:0];
integer k;
assign data_a = regfile[add_a];
assign data_b = regfile[add_b];
assign new_clk = clock & ~dis;
always@(posedge new_clk, posedge reset)
begin
	if(reset)
	begin
		for (k=0; k<32; k=k+1) begin
			regfile[k] = 32'd0;
		end
		regfile[0]=32'd300;
		regfile[1]=32'd113;
		regfile[3]=32'd400;
		regfile[4]=32'd211;
		regfile[6]=32'd100;
		regfile[7]=32'd17;
		regfile[9]=32'd340;
		regfile[10]=32'd89;
		regfile[12]=32'd300;
		regfile[13]=32'd113;
	end
	else if(reg_write)
	begin
		regfile[add_write] = data_write;
	end
end
endmodule
File: flow/run.sh
#!/bin/bash
# OpenROAD 26Q1-2900-gdf79404cd8, Yosys 0.63+post, stock flow scripts
make -C /OpenROAD-flow-scripts/flow DESIGN_CONFIG=/design/flow/config.mk WORK_HOME=/design/flow/orfs finish
File: flow/config.mk
export PLATFORM = sky130hd
export DESIGN_NAME = Register_File
export DESIGN_NICKNAME = Register_File
export VERILOG_FILES = /design/flow/design.v
export SDC_FILE = /design/flow/constraint.sdc
export NUM_CORES = 4
export LEC_CHECK = 1
export CORE_UTILIZATION = 30
File: flow/constraint.sdc
current_design Register_File

set clk_period 10.9
set clk_io_pct 0.2

create_clock -name clk0 -period $clk_period

set non_clock_inputs [all_inputs -no_clocks]
set_input_delay [expr $clk_period * $clk_io_pct] -clock clk0 $non_clock_inputs
set_output_delay [expr $clk_period * $clk_io_pct] -clock clk0 [all_outputs]
==> results_dict.tcl <==
# metrics dict for downstream scripts
set metrics [dict create \
    status "complete, but fails checks" \
    failed_checks "max-capacitance violations, max-slew violations" \
    route.detailed.drc 0 \
    mux_area_frac 0.2416 \
    fin_crit_ns 8.866 \
    adder_share 0 \
    chipWidth_um 416.4 \
    ys_types 70 \
    dpl.hpwl_mm 184.4 \
    ys_top_cells_by_area "dfrtp_1, mux2_2, a22oi_1" \
    yosysCellCount 4355 \
    maxCapViolations 1 \
    ctsResizeCount 0 \
    yosys.area.top_type_share 0.4795 \
    gr-usage-all-layers 0.3317 \
    max_freq_mhz 112.8 \
    core_mm2 0.1698 \
    overflow 0 \
    p_switching_mw 0.7207 \
    dp_slack_ns 2.211 \
    path_class "input pin to primary output" \
    portBuffers 115 \
    p_leak_nw 23.47 \
    row_count 151 \
    finalSetupTns_ns 0 \
    ff_type "dfrtp_1" \
    fp_util 0.3033 \
    slew_headroom -0.03742 \
    area_growth_pct 9.225 \
    min-delay-path-class "input pin to primary output" \
    die_h_um 416.4 \
    num_vias 44320 \
    first_global_vias 43240 \
    synthArstFlopShare 1.000 \
    fill_cells 16740 \
    worstMarginPinSlew_ns 1.550 \
    untimed_endpoints 1024 \
    drive_above_1_share 0.3432 \
    placed_area_mm2 0.05621 \
    hold_violations 0 \
    path_max_fanout 32 \
    synthAoiAreaFrac 0.1548 \
    gp_congestion 1.090 \
    stdcell_area_mm2 0.05626 \
    switching_share 0.5755 \
    internal-power_mw 0.5317 \
    cts_setup_buffers 0 \
    io_pins 115 \
    largest_reg_flops 1024 \
    ys_seq_frac 0.4983 \
    enable_flop_cells 0 \
    ys.warnings.count 2 \
    hold_buffers 0 \
    fin_total_pwr_mw 1.252 \
    yosysTopAreaCell "dfrtp_1" \
    die-area_mm2 0.1734 \
    wirelength_mm 282.7 \
    start_kind "input pin" \
    top_logic_kind "multiplexers" \
    grt_pass1_wl_mm 381.4 \
    ys_seq_elements 1024 \
    warnings 40 \
    fin_cells 6540 \
    setup-violations-final 0 \
    rsz0062_at_grt "false" \
    post_drt_wl_per_cell_um 43.22 \
    required_ns 8.72 \
    period_used_share 0.8134 \
    firstDrtPassIters 9 \
    synth_area_mm2 0.05151 \
    worst_slack_ns 2.034 \
    power_density_mw_per_mm2 22.26 \
    xor_share 0 \
    cp.arrival_ns 6.69 \
    end_kind "primary output" \
    routed_via_density 6.777 \
    ys_area_mm2 0.05151 \
    first_iter_violations 6090 \
    ys_sh_simple 0.07085 \
    avgSynthCellArea_um2 11.83 \
    dp_cells 6519 \
    antenna_found_initial 18 \
    slew_viol_final 5 \
    unclocked_regs 1024 \
    grt_max_degree 184 \
    postRouteAntennaNets 0 \
    irDropWorstVdd_v 0.00002126 \
    postSynthCellCount 4355 \
]
## cells in the final DEF, fill, tap and decap left out, types with 28 or more instances in the layout
cell type	count
a21oi_1	65
a221oi_1	35
a22o_1	48
a22oi_1	729
a31oi_1	37
buf_4	253
clkdlybuf4s50_1	105
dfrtp_1	987
dfstp_2	37
mux2_2	1059
mux2i_1	43
nand2_1	165
nand3_1	59
nand4_1	118
nor2_1	109
nor2_4	70
nor3_1	49
nor4_1	28
o21ai_0	30
## worst max-delay path, cell delays in order
cell	delay [ns]
buf_2	0.47
buf_4	0.56
nand2b_1	0.66
nor2_4	0.79
buf_4	0.58
a22oi_1	0.17
and4_1	0.27
nand4_1	0.07
o32a_1	0.36
clkdlybuf4s50_1	0.53
## metal layers
layer,routed length [µm],GRT usage,up-vias,part of all wire
li1,-,-,16560,-
met1,100200,0.4106,22490,0.35
met2,115000,0.4562,3865,0.41
met3,42780,0.1787,1376,0.15
met4,24470,0.2017,33,0.087
met5,298,0,-,0.0011
## metrics by stage
stage                     utilization  hold slack (ns)
after floorplan                     -            4.649
after global placement         0.3309            5.704
after detailed placement       0.3309            5.683
after CTS                      0.3309            5.701
after global routing           0.3310            5.742
final                          0.3313            5.727
## power groups by stage
stage	combinational, mW	sequential, mW	clock [mW]
after CTS	0.866	0.352	0
after global routing	0.920	0.363	0.0000000248
## logic make-up after synthesis
family,Yosys count
AOI/OAI and AO/OA,1063
buffers and inverters,431
DFF,1024
muxes,1108
and+or+nand+nor,729
## path summary, 6_finish.rpt
path              startpoint    endpoint  slack [ns]  depth (start not counted)
hold / removal      add_a[3]  data_a[23]        5.73                          6
setup / recovery    add_a[0]  data_a[26]        2.03                         10
## synthesized netlist by cell type, drive strengths merged (6+ instances only)
cell type	instances
nor2	181
buf	167
a32oi	23
or3	6
nand4	118
o211ai	8
and3	14
nor3	55
a221oi	35
o21ai	31
nor4	28
nor2b	20
and4	13
a31oi	37
or4	7
a222oi	17
clkbuf	257
mux2	1063
dfstp	37
nand3	63
dfrtp	987
nand2	179
or3b	6
a22o	48
mux2i	43
a22oi	729
nor3b	7
nand3b	7
o22ai	7
o32a	13
a21oi	65
a2111oi	10
nand2b	13
## final cells by class
class,count,area [µm²],area share
Sequential cell,1024,25670,0.4563
Multi-Input combinational cell,2900,24690,0.4388
Timing Repair Buffer,370,3040,0.05404
Tap cell,2218,2775,0.04932
Antenna cell,21,52.55,0.0009340
Inverter,7,33.78,0.0006004
Power and IR drop assume default switching activity.
