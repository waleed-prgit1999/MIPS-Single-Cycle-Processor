==> design.v <==
`timescale 1ns / 1ps
module Binary_to_7seg #(parameter bits=14)(
    input [bits-1:0]In,
	 output [6:0]S0,S1,S2,S3
	 );
	 wire [3:0] O0,O1,O2,O3;
my_BCD_converter #(.n(bits)) u(In,O0,O1,O2,O3);
bcd_to_7seg_converter v0(O0,S0);
bcd_to_7seg_converter v1(O1,S1);
bcd_to_7seg_converter v2(O2,S2);
bcd_to_7seg_converter v3(O3,S3);
endmodule
`timescale 1ns / 1ps
module bcd_to_7seg_converter(
input [3:0]bcd,
output reg [6:0]segreg   
	);
always@(bcd)
begin
case (bcd)		 
				0 : segreg = 7'b0000001;
            1 : segreg = 7'b1001111;
            2 : segreg = 7'b0010010;
            3 : segreg = 7'b0000110;
            4 : segreg = 7'b1001100;
            5 : segreg = 7'b0100100;
            6 : segreg = 7'b0100000;
            7 : segreg = 7'b0001111;
            8 : segreg = 7'b0000000;
            9 : segreg = 7'b0000100;
            default : segreg = 7'b1111111; 
endcase
end
endmodule
`timescale 1ns / 1ps
module my_BCD_converter #(parameter n=14)(
    input [n-1:0]In,
    output reg [3:0]O0,
    output reg [3:0]O1,
	 output reg [3:0]O2,
	 output reg [3:0]O3
    );
	 reg [n+15:0]Cont;
always @ (In)
begin
Cont[n-1:0] = In;
Cont[n+15:n] = 0;
repeat(n)
begin
if(Cont[n+3:n] >= 5 )
	begin 
			Cont[n+3:n] = Cont[n+3:n] + 3; 
	end
if(Cont[n+7:n+4] >= 5 )
	begin 
			Cont[n+7:n+4] = Cont[n+7:n+4] + 3; 
	end
if(Cont[n+11:n+8] >= 5 )
	begin 
			Cont[n+11:n+8] = Cont[n+11:n+8]+ 3; 
	end
if(Cont[n+15:n+12] >= 5 )
	begin 
			Cont[n+15:n+12]= Cont[n+15:n+12]+ 3; 
	end
Cont = Cont<<1;
end
O0 = Cont[n+3:n];
O1 = Cont[n+7:n+4];
O2 = Cont[n+11:n+8];
O3 = Cont[n+15:n+12];
end
endmodule
==> run.sh <==
#!/bin/bash
# OpenROAD 26Q1-2900-gdf79404cd8, Yosys 0.63+post, stock flow scripts
make -C /OpenROAD-flow-scripts/flow DESIGN_CONFIG=/design/flow/config.mk WORK_HOME=/design/flow/orfs finish
==> config.mk <==
export PLATFORM = sky130hd
export DESIGN_NAME = Binary_to_7seg
export DESIGN_NICKNAME = Binary_to_7seg
export VERILOG_FILES = /design/flow/design.v
export SDC_FILE = /design/flow/constraint.sdc
export NUM_CORES = 4
export LEC_CHECK = 1
export CORE_UTILIZATION = 30
==> constraint.sdc <==
current_design Binary_to_7seg

set clk_period 18.1
set clk_io_pct 0.2

create_clock -name clk0 -period $clk_period

set non_clock_inputs [all_inputs -no_clocks]
set_input_delay [expr $clk_period * $clk_io_pct] -clock clk0 $non_clock_inputs
set_output_delay [expr $clk_period * $clk_io_pct] -clock clk0 [all_outputs]
==> qor.tcl <==
set qor(max_slew.worst_pin.slew_ns) 0.934
set qor(number_of_antenna_violations_at_the_first_check_in_global_routing) 0
set qor(crit_path_frequent_cell) {ha_1}
set qor(dp_worst_setup_slack_ns) -0.192
set qor(gr-usage-all-layers_pct) 15.7
set qor(openroad.warnings) 50
set qor(fillers) 1708
set qor(final_min_period_over_clock_period_pct) 96.6
set qor(post_synth_main_area_contributors) {ha_1, a21oi_1, nand2_1}
set qor(pre_repair_dr_iteration_count) 4
set qor(seq_cells) 0
set qor(most_numerous_cell_types_in_the_synthesized_netlist) {nand2_1, a21oi_1, nor2_1, inv_1, o21ai_0}
set qor(clockBufferCount) 0
set qor(yosys-stat-cells) 784
set qor(port_buffers) 42
set qor(worst_path_max_delay_cell) {clkdlybuf4s50_1}
set qor(die_area_um2) 18700
set qor(drt_wl_total_mm) 14.6
set qor(final-setup-viol-count) 0
set qor(vias) 6291
set qor(grt-ovfl-total) 0
set qor(wl_per_cell_um) 13.4
set qor(drv_cap) 0
set qor(fp.dieH_um) 137
set qor(placementRows) 48
set qor(holdCritPathClass) {input port to output port}
set qor(critical_path.max_fanout) 7
set qor(met1_usage_pct) 23.4
set qor(min_period_ns) 17.49
set qor(avgSynthCellArea_um2) 6.93
set qor(endpoints_failing_hold) 0
set qor(post_drt_via_cell_ratio) 5.79
set qor(fraction_of_final_layout_cells_sized_beyond_drive_strength_1_pct) 23.9
set qor(drc) 0
set qor(post_synthesis_instance_area_um2) 5440
set qor(syn_to_final_growth_pct) 25.8
set qor(timing.fmax_mhz) 57.2
set qor(worstSetupStartpointType) {input port}
set qor(grt_pass1_wl_mm) 25.0
set qor(yosys_warnings) 2
set qor(seq_area_um2) 0
set qor(synthDominantCellAreaShare_pct) 9.90
set qor(dp_hpwl_mm) 11.0
set qor(netlist.top_cell.by_instances) {nand2_1}
set qor(critPathCapture) {S2[2]}
set qor(synth_chip_area_um2) 5440
set qor(global_route.usage.met2_pct) 26.0
set qor(post-synth-top-area-cell) {ha_1}
set qor(start_point_of_the_worst_hold_path) {In[0]}
set qor(fp.coreArea_um2) 17500
set qor(ioPinCount) 42
set qor(yosysSeqAreaShare_pct) 0
set qor(number_of_nets_still_failing_antenna_checks_after_routing) 0
set qor(crit_path_start) {In[11]}
set qor(place_congestion) 0.916
set qor(first_global_vias) 5503
set qor(timing.final.max_slew_violations) 0
set qor(status) {finished clean}
set qor(cp.required_ns) 14.48
set qor(worstSetupEndpointType) {output port}
set qor(most_utilized_layer_in_the_global_route_result) {met2}
set qor(worstPathArrival_ns) 13.87
set qor(drtIter0Drc) 314
set qor(fin_ws_ns) 0.610
set qor(headroom_to_the_max_slew_limit_pct) 37.4
set qor(critical-path-max-stage-delay_ns) 0.47
set qor(post_synth_inst_count) 784
set qor(largest_net_degree_at_the_start_of_global_routing) 21
set qor(initial_core_util_pct) 31.1
set qor(netlist-cell-type-count) 112
set qor(die-width_um) 137
set qor(mi_logic_area_um2) 5410
set qor(met3_usage_pct) 0.302
set qor(crit_type) {input port to output port}
set qor(insertedDiodeCount) 0
## worst max-delay path: cells and delay by family
family	cells	cell delay [ns]
AND-OR/OR-AND	17	3.16
AND/OR/NAND/NOR	16	2.29
buffers and inverters	15	2.23
adder cells (fa/ha/maj)	10	1.79
multiplexers	2	0.62
XOR/XNOR	1	0.14
## cells in the final DEF (no fill, tap or decap), types with 10 or more instances in the layout
| cell type | synthesis | final |
|---|---|---|
| buf_4 | 4 | 67 |
| nand2_1 | 62 | 58 |
| a21oi_1 | 58 | 53 |
| nor2_1 | 54 | 52 |
| inv_1 | 48 | 43 |
| o21ai_0 | 46 | 43 |
| clkdlybuf4s50_1 | 0 | 42 |
| ha_1 | 43 | 35 |
| nor3_1 | 33 | 32 |
| nand3_1 | 30 | 28 |
| mux2i_1 | 18 | 17 |
| o211ai_1 | 17 | 17 |
| a31oi_1 | 16 | 16 |
| a211oi_1 | 15 | 14 |
| nand2b_1 | 12 | 11 |
| nand4_1 | 11 | 11 |
| a21o_1 | 11 | 10 |
## stage by stage
step | utilization [%] | cells | hold slack, ns | cell area (um2) | TNS (ns)
final | 39.1 | 1087 | 8.29 | 6840 | 0
after CTS | 36.4 | 1064 | 8.30 | 6370 | 0
after floorplan | - | 784 | 7.32 | 5440 | 0
after detailed placement | 36.3 | 1064 | 8.29 | 6340 | -1.61
after global routing | 39.1 | 1087 | 8.33 | 6840 | -0.606
after global placement | 36.3 | 1064 | 8.30 | 6340 | -0.687
## what timing repair did
item,CTS,global route
pin swaps,1,19
setup buffers,0,23
resized,10,64
hold buffers,0,0
endpoints found under the setup margin,15,21
## per-layer routing
layer	vias to the layer above	routed length [um]
met5	-	0
met4	0	14
met3	2	459
met2	134	6720
met1	2908	7370
li1	3247	-
## logic make-up after synthesis
group	synth area share [%]
buffers and inverters	6.42
adders and majority gates	9.90
muxes	7.55
and+or+nand+nor	26.9
AOI/OAI and AO/OA	46.7
xor gates and xnor gates	2.55
## final cells by class
class	instances	share of cell area [%]
repair buffers	110	13.7
inverters	55	3.06
multi-input cells	697	79.2
well taps	225	4.12
## how the worst min path moves through the flow
stage	to	slack (ns)	cells past startpoint
after CTS	S0[2]	8.30	3
final	S0[2]	8.29	3
after global routing	S0[2]	8.33	3
