[flow/run.sh]
#!/bin/bash
# OpenROAD 26Q1-2900-gdf79404cd8, Yosys 0.63+post, stock flow scripts
make -C /OpenROAD-flow-scripts/flow DESIGN_CONFIG=/design/flow/config.mk WORK_HOME=/design/flow/orfs finish
[flow/config.mk]
export PLATFORM = sky130hd
export DESIGN_NAME = counter_in_secs
export DESIGN_NICKNAME = counter_in_secs
export VERILOG_FILES = /design/flow/design.v
export SDC_FILE = /design/flow/constraint.sdc
export NUM_CORES = 4
export LEC_CHECK = 1
export CORE_UTILIZATION = 50
[flow/constraint.sdc]
current_design counter_in_secs

set clk_period 3.7
set clk_io_pct 0.2

create_clock -name clk0 -period $clk_period [get_ports {clock}]

set non_clock_inputs [all_inputs -no_clocks]
set_input_delay [expr $clk_period * $clk_io_pct] -clock clk0 $non_clock_inputs
set_output_delay [expr $clk_period * $clk_io_pct] -clock clk0 [all_outputs]
[flow/design.v]
`timescale 1ns / 1ps
module counter #(parameter n=26, M=12500000)(
    input reset,clock,ud,
    output reg tc,
    output reg [n:0]count
     );
always @(posedge clock,posedge reset)
begin 
if(reset)
    begin
        count = 0;
        tc = 0;
    end 
else
    begin
        if(count != M)
        begin
            if(ud)
                    count = count + 1;
            else
                count = count - 1;
        end
        else
            begin
                tc = ~tc;
                count = 0;
            end
    end
end
endmodule
`timescale 1ns / 1ps
module counter_in_secs(
	input reset,clock,ud,
	output  tc,
	output  [13:0]count   
	);
wire tc1;
wire [26:0] count1;
	counter #(.n(26),.M(25000000)) c1(reset,clock,ud,tc1,count1);
	counter #(.n(13),.M(9999)) c2(reset,tc1,ud,tc,count);
endmodule
==> summary.txt <==
run metrics: post-detail-place hpwl=6104 microns, drt pass-1 iters=6, unrepaired setup endpoints after global routing=false, H-tree depth=1, global-route wire length before repair=13390 microns, fin cells=roughly 500, IO Pins=18, synth-to-layout area growth=14.31%, M1 WL=about 3500 microns, Remaining Overflow, GRT=0, kind of end point of the critical path=flop, area occupied by registers=0.001076 sq mm, Max VDD drop=407.6 uV, Critical Path AT=roughly 3.5 ns, routed length on met3=242 microns, Final Cycle Share=0.8970, slowest stage delay, CP=0.50 ns, Rel. slew slack=0.4995, DRC viols=0, R2R Setup Slk=between 1 and 1.5 ns, Setup CP Type=in -> reg, Synth Cell Area=0.003411 sq mm, register pins left without a clock=15, Hold Fails Final Rpt=0, initial antenna violation count=0, Main synth FF type=dfrtp_1, Tmin final=3.319 ns, endpoints left unconstrained=30, Crit-path slowest cell=clkdlybuf4s50_1, Seq/Total Area, Yosys=0.3155, Setup crit start kind=input pin, placed cells=497, die width=84.59 microns, Iter 0 DRT Violations=94, Chip Area, Yosys=0.003411 sq mm, status=complete, no violations, YS warnings=2, CTS tree=built, distinct cell type count after synthesis=55, slew of the pin with the lowest slew margin=0.7496 ns, CP Cell Sequence=clkdlybuf4s50_1 > inv_1 > buf_12 > ha_1 > a211oi_1 > buf_4 > nor4_2 > o211ai_1 > a32oi_2 > a2111oi_1 > or3_1 > a21oi_1, PD cells=~630 mW/mm^2, layout cells sized above 1=0.08726, input/output buffers=17, ant diodes=0, Late-Pin Clk Latency=0.28 ns, fmax=0.3013 GHz, Post-Layout Inst Area=0.003899 sq mm, ANT nets after route=0, Synth flops=43, Die Area=between 0.007 and 0.008 sq mm, synthesized area per cell=8.791 sq um, Core ar.=0.006459 sq mm, Max Root-Sink Buffers=2, leakage=1.748 nW, CTS Hold Bufs=0, largest net degree at the start of global routing=35, area of placed instances=about 0.0038 sq mm, die height=84.59 microns, Worst Hold Class=reg -> reg, CP required=3.91 ns, final wirelength=just under 8000 microns, Mapped Cells=~390, Routed wire per std cell=around 15 microns, # fillers=567, Synth async-reset ratio=1.000, cts repair resizes=0, Worst Clk Skew=0.007586 ns, CP max FO=10, Root Driver=clkbuf_8, EDFF count, synth=0, tool warning count=26, Power Total=~0.0025 W, Max Used Layer=met4, Core Util at FP=0.5281, Final Setup Violations=0, postcts setup bufs=0, Inserted Clock Buffers=3, DR vias=2956, Max Cap Viol=0, Worst-path clk slew=0.10 ns, vias in the first global route=2899, yosys cell count=388, comb. cell area=0.002226 sq mm, Final Slew Violations=0, GP Congestion=0.8895, row count=29, post-route setup TNS=0 ns, Total GRT Usage=0.2399, metal2 WL=3785 microns, Via-to-Cell Ratio=approximately 5.9
-- path summary, 6_finish.rpt --
check | from | to | cells after the start
min reg2reg | c1.count[0] | c1.count[0] | 1
max in group asynchronous | reset | c1.count[1] | 3
min | c1.count[0] | c1.count[0] | 1
max reg2reg | c1.count[0] | c1.count[22] | 9
max | ud | c1.count[26] | 12
min in group asynchronous | reset | c1.tc | 2
-- worst max-delay path, delay by kind of cell --
| kind | cells | cell delay (ns) |
|---|---|---|
| simple gates | 2 | 0.72 |
| compound gates | 5 | 0.76 |
| fa+ha+maj | 1 | 0.36 |
| buf+inv | 4 | 0.95 |
-- cells in the final DEF, fill, tap and decap left out, types with 5 or more instances in the layout --
cell type,instances
a21o_1,11
and3_1,6
a211oi_1,8
nor2b_1,10
xor2_1,14
clkdlybuf4s50_1,17
nand2b_1,8
xnor2_1,12
dfrtp_1,43
o21a_1,5
inv_1,21
o211ai_1,5
o21ai_0,23
nor2_1,39
nor3_1,11
a21oi_1,32
nand2_1,17
nand3_1,13
ha_1,37
buf_4,23
-- power by group --
group          leakage, nW  internal (W)  switching (W)
Combinational         1.21      0.000772       0.000923
Clock               0.0288     0.0000954      0.0000995
Sequential           0.508      0.000472      0.0000962
-- cell families after synthesis --
kind of cell	Yosys count	synth area share
AOI/OAI and AO/OA	112	0.2135
xor gates and xnor gates	26	0.06676
adders and majority gates	39	0.1475
buffers and inverters	31	0.03595
DFF	43	0.3155
muxes	2	0.006603
and+or+nand+nor	135	0.2142
-- synth_stat cells (all sizes together) (2+ instances only) --
library cell  count  area [sq um]
a2111o            2         22.52
a211oi            8         60.06
a21boi            3         22.52
a21o             11         82.58
a21oi            32         160.2
a31oi             4         25.02
and2              4         25.02
and3              6         37.54
buf               5         25.02
clkbuf            4         15.01
dfrtp            43          1076
fa                2         40.04
ha               37         462.9
inv              22         82.58
mux2              2         22.52
nand2            17         63.81
nand2b            8         50.05
nand3            14         75.07
nand4             4         25.02
nand4b            3         26.28
nand4bb           2         22.52
nor2             39         146.4
nor2b            10         62.56
nor3             12         60.06
nor3b             2         15.01
nor4              4         37.53
nor4b             3         26.28
o211ai            5         37.54
o21a              5         37.54
o21ai            25         125.1
o21bai            3         22.52
o31ai             3         22.52
or4               2         15.01
xnor2            12         105.1
xor2             14         122.6
-- routing by layer --
layer | GRT usage | vias to the layer above
met1 | 0.3386 | 1389
met3 | 0.02191 | 12
li1 | - | 1494
met5 | 0 | -
met4 | 0.04006 | 0
met2 | 0.4213 | 61
-- sequential cells by signal, indices dropped and copies added (netlist names) --
name and count:
c1.tc 1, c2.tc 1, c1.count 27, c2.count 14
-- cell type report --
type,instances,area share
repair buffers,41,0.09307
inverters,22,0.02118
flip-flops and latches,43,0.2760
well taps,77,0.02471
clock buffers,4,0.01412
multi-input cells,314,0.5709
-- through the flow --
| step | hold slack [ns] | utilization | setup slack (ns) |
|---|---|---|---|
| after floorplan | 0.4786 | - | 0.2494 |
| after global placement | 0.5296 | 0.5951 | 0.1378 |
| after global routing | 0.5627 | 0.6036 | 0.1730 |
| after detailed placement | 0.5309 | 0.5951 | 0.1219 |
| after CTS | 0.5449 | 0.6036 | 0.3978 |
| final | 0.5406 | 0.6036 | 0.3810 |
Power is estimated from default activity; no workload was simulated.
